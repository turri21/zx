--- flow/config.mk ---
export PLATFORM = sky130hd
export DESIGN_NAME = saa1099
export DESIGN_NICKNAME = saa1099
export VERILOG_FILES = /design/flow/design.v
export SDC_FILE = /design/flow/constraint.sdc
export NUM_CORES = 4
export LEC_CHECK = 1
export CORE_UTILIZATION = 30
--- flow/constraint.sdc ---
current_design saa1099

set clk_period 13.2
set clk_io_pct 0.2

create_clock -name clk0 -period $clk_period [get_ports {clk_sys}]

set non_clock_inputs [all_inputs -no_clocks]
set_input_delay [expr $clk_period * $clk_io_pct] -clock clk0 $non_clock_inputs
set_output_delay [expr $clk_period * $clk_io_pct] -clock clk0 [all_outputs]
--- flow/design.v ---
module saa1099
(
   input wire   clk_sys,
   input wire   ce,       
   input wire   rst_n,
   input wire   cs_n,
   input wire   a0,       
   input wire   wr_n,
   input wire   [7:0] din,
   output wire  [7:0] out_l,
   output wire  [7:0] out_r
);
reg [7:0] amplit0, amplit1, amplit2, amplit3, amplit4, amplit5;
reg [7:0] freq0, freq1, freq2, freq3, freq4, freq5;
reg [7:0] oct10, oct32, oct54;
reg [7:0] freqenable;
reg [7:0] noiseenable;
reg [7:0] noisegen;
reg [7:0] envelope0, envelope1;
reg [7:0] ctrl;
reg [4:0] addr;
wire      rst = ~rst_n | ctrl[1];
reg       wr;
reg       old_wr;
always @(posedge clk_sys) begin
	old_wr <= wr_n;
	wr <= 0;
	if(~rst_n) begin
		addr <= 0;
		{amplit0, amplit1, amplit2, amplit3, amplit4, amplit5} <= 0;
		{freq0, freq1, freq2, freq3, freq4, freq5} <= 0;
		{oct10, oct32, oct54} <= 0;
		{freqenable, noiseenable, noisegen} <= 0;
		{envelope0, envelope1} <= 0;
		ctrl <= 0;
	end
	else begin
		if(!cs_n & old_wr & !wr_n) begin
			wr <= 1;
			if(a0) addr <= din[4:0];
			else begin
				case (addr)
                    5'h00: amplit0    <= din;
                    5'h01: amplit1    <= din;
                    5'h02: amplit2    <= din;
                    5'h03: amplit3    <= din;
                    5'h04: amplit4    <= din;
                    5'h05: amplit5    <= din;
                    5'h08: freq0      <= din;
                    5'h09: freq1      <= din;
                    5'h0A: freq2      <= din;
                    5'h0B: freq3      <= din;
                    5'h0C: freq4      <= din;
                    5'h0D: freq5      <= din;
                    5'h10: oct10      <= din;
                    5'h11: oct32      <= din;
                    5'h12: oct54      <= din;
                    5'h14: freqenable <= din;
                    5'h15: noiseenable<= din;
                    5'h16: noisegen   <= din;
                    5'h18: envelope0  <= din;
                    5'h19: envelope1  <= din;
                    5'h1C: ctrl       <= din;
				endcase
			end
		end
	end
end
wire [21:0] out0;
saa1099_triplet top
(
    .rst        (rst        				),
    .clk_sys    (clk_sys    				),
    .ce         (ce         				),
	.vol		   ({amplit0, amplit1, amplit2}),
	.env			(envelope0					),
	.freq			({freq0, freq1, freq2}	),
	.octave		({oct10[2:0], oct10[6:4], oct32[2:0]}),
	.freq_en		(freqenable [2:0]			),
	.noise_en	(noiseenable[2:0]			),
	.noise_freq	(noisegen   [1:0]			),
	.wr_addr		(wr &  a0 & (din[4:0] == 'h18)),
	.wr_data		(wr & !a0 & (addr == 'h18)),
	.out			(out0							)
);
wire [21:0] out1;
saa1099_triplet bottom
(
    .rst        (rst        				),
    .clk_sys    (clk_sys    				),
    .ce         (ce         				),
	.vol		({amplit3, amplit4, amplit5}),
	.env			(envelope1					),
	.freq			({freq3, freq4, freq5}	),
	.octave		({oct32[6:4], oct54[2:0], oct54[6:4]}),
	.freq_en		(freqenable [5:3]			),
	.noise_en	(noiseenable[5:3]			),
	.noise_freq	(noisegen   [5:4]			),
	.wr_addr		(wr &  a0 & (din[4:0] == 'h19)),
	.wr_data		(wr & !a0 & (addr == 'h19)),
	.out			(out1							)
);
saa1099_output_mixer outmix_l(.ce(ce), .clk_sys(clk_sys), .en(ctrl[0]), .in0(out0[10:0]),  .in1(out1[10:0]),  .out(out_l));
saa1099_output_mixer outmix_r(.ce(ce), .clk_sys(clk_sys), .en(ctrl[0]), .in0(out0[21:11]), .in1(out1[21:11]), .out(out_r));
endmodule
module saa1099_triplet
(
    input wire   rst,
    input wire   clk_sys,
    input wire   ce,
    input wire [23:0] vol,
    input wire [7:0] env,
    input wire [23:0] freq,
    input wire [8:0] octave,
    input wire [2:0] freq_en,
    input wire [2:0] noise_en,
    input wire [1:0] noise_freq,
    input wire  wr_addr,
    input wire  wr_data,
    output wire [21:0] out
);
wire       tone0, tone1, tone2, noise;
wire       pulse_noise, pulse_envelope;
wire[21:0] out0, out1, out2;
saa1099_tone  freq_gen0(.rst(rst), .clk_sys(clk_sys), .ce(ce), .out(tone0), .octave(octave[8:6]), .freq(freq[23:16]), .pulse(pulse_noise));
saa1099_tone  freq_gen1(.rst(rst), .clk_sys(clk_sys), .ce(ce), .out(tone1), .octave(octave[5:3]), .freq(freq[15: 8]), .pulse(pulse_envelope));
saa1099_tone  freq_gen2(.rst(rst), .clk_sys(clk_sys), .ce(ce), .out(tone2), .octave(octave[2:0]), .freq(freq[ 7: 0]), .pulse());
saa1099_noise noise_gen(.rst(rst), .clk_sys(clk_sys), .ce(ce), .pulse_noise(pulse_noise), .noise_freq(noise_freq), .out(noise));
saa1099_amp amp0(.rst(rst), .clk_sys(clk_sys), .noise(noise), .wr_addr(wr_addr), .wr_data(wr_data), .pulse_envelope(pulse_envelope), .mixmode({noise_en[0], freq_en[0]}), .tone(tone0), .envreg(0),   .vol(vol[23:16]), .out(out0));
saa1099_amp amp1(.rst(rst), .clk_sys(clk_sys), .noise(noise), .wr_addr(wr_addr), .wr_data(wr_data), .pulse_envelope(pulse_envelope), .mixmode({noise_en[1], freq_en[1]}), .tone(tone1), .envreg(0),   .vol(vol[15: 8]), .out(out1));
saa1099_amp amp2(.rst(rst), .clk_sys(clk_sys), .noise(noise), .wr_addr(wr_addr), .wr_data(wr_data), .pulse_envelope(pulse_envelope), .mixmode({noise_en[2], freq_en[2]}), .tone(tone2), .envreg(env), .vol(vol[ 7: 0]), .out(out2));
assign out[10: 0] = out0[ 8:0] + out1[ 8:0] + out2[ 8:0];
assign out[21:11] = out0[17:9] + out1[17:9] + out2[17:9];
endmodule
module saa1099_tone
(
    input wire  rst,
    input wire  clk_sys,
    input wire  ce,
    input wire  [ 8:0] octave,
    input wire  [23:0] freq,
    output reg  out,
    output reg  pulse
);
wire [16:0] fcount = ((17'd511 - freq) << (4'd8 - octave)) - 1'd1;
    reg [16:0] count;
always @(posedge clk_sys) begin
    pulse <= 0;
	if(rst) begin
		count <= fcount;
		out   <= 0;
	end else if(ce) begin
		if(!count) begin
			count <= fcount;
			pulse <= 1;
			out <= ~out;
		end else begin
			count <= count - 1'd1;
		end
	end
end
endmodule
module saa1099_noise
(
    input wire       rst,
    input wire       clk_sys,
    input wire       ce,
    input wire       pulse_noise,
    input wire [1:0] noise_freq,
    output wire      out
);
reg  [16:0] lfsr = 0;
wire [16:0] new_lfsr = {(lfsr[0] ^ lfsr[2] ^ !lfsr), lfsr[16:1]};
wire [10:0] fcount = (11'd256 << noise_freq) - 1'b1;
reg [10:0] count;
always @(posedge clk_sys) begin
	if(rst) begin
		count <= fcount;
	end else
	if(noise_freq != 3) begin
		if(ce) begin
			if(!count) begin
				count <= fcount;
				lfsr <= new_lfsr;
			end else begin
				count <= count - 1'd1;
			end
		end
	end else if(pulse_noise) begin
		lfsr <= new_lfsr;
	end
end
assign out = lfsr[0];
endmodule
module saa1099_amp
(
    input wire        rst,
    input wire        clk_sys,
    input wire  [7:0] envreg,
    input wire  [1:0] mixmode,
    input wire        tone,
    input wire        noise,
    input wire        wr_addr,
    input wire        wr_data,
    input wire        pulse_envelope,
    input wire [23:0] vol,
    output reg [17:0] out
);
wire    phases[0:7];
assign  phases[0] = 0;
assign  phases[1] = 0;
assign  phases[2] = 0;
assign  phases[3] = 0;
assign  phases[4] = 1;
assign  phases[5] = 1;
assign  phases[6] = 0;
assign  phases[7] = 0;
wire [1:0] env[0:7][0:1];
assign  env[0][0] = 0;
assign  env[0][1] = 0;
assign  env[1][0] = 1;
assign  env[1][1] = 1;
assign  env[2][0] = 2;
assign  env[2][1] = 0;
assign  env[3][0] = 2;
assign  env[3][1] = 0;
assign  env[4][0] = 3;
assign  env[4][1] = 2;
assign  env[5][0] = 3;
assign  env[5][1] = 2;
assign  env[6][0] = 3;
assign  env[6][1] = 0;
assign  env[7][0] = 3;
assign  env[7][1] = 0;
wire [3:0] levels[0:3][0:15];
assign  levels[0][0]  =  0;
assign  levels[0][1]  =  0;
assign  levels[0][2]  =  0;
assign  levels[0][3]  =  0;
assign  levels[0][4]  =  0;
assign  levels[0][5]  =  0;
assign  levels[0][6]  =  0;
assign  levels[0][7]  =  0;
assign  levels[0][8]  =  0;
assign  levels[0][9]  =  0;
assign  levels[0][10] =  0;
assign  levels[0][11] =  0;
assign  levels[0][12] =  0;
assign  levels[0][13] =  0;
assign  levels[0][14] =  0;
assign  levels[0][15] =  0;
assign  levels[1][0]  =  15;
assign  levels[1][1]  =  15;
assign  levels[1][2]  =  15;
assign  levels[1][3]  =  15;
assign  levels[1][4]  =  15;
assign  levels[1][5]  =  15;
assign  levels[1][6]  =  15;
assign  levels[1][7]  =  15;
assign  levels[1][8]  =  15;
assign  levels[1][9]  =  15;
assign  levels[1][10] =  15;
assign  levels[1][11] =  15;
assign  levels[1][12] =  15;
assign  levels[1][13] =  15;
assign  levels[1][14] =  15;
assign  levels[1][15] =  15;
assign  levels[2][0]  =  15;
assign  levels[2][1]  =  14;
assign  levels[2][2]  =  13;
assign  levels[2][3]  =  12;
assign  levels[2][4]  =  11;
assign  levels[2][5]  =  10;
assign  levels[2][6]  =  9;
assign  levels[2][7]  =  8;
assign  levels[2][8]  =  7;
assign  levels[2][9]  =  6;
assign  levels[2][10] =  5;
assign  levels[2][11] =  4;
assign  levels[2][12] =  3;
assign  levels[2][13] =  2;
assign  levels[2][14] =  1;
assign  levels[2][15] =  0;
assign  levels[3][0]  =  0;
assign  levels[3][1]  =  1;
assign  levels[3][2]  =  2;
assign  levels[3][3]  =  3;
assign  levels[3][4]  =  4;
assign  levels[3][5]  =  5;
assign  levels[3][6]  =  6;
assign  levels[3][7]  =  7;
assign  levels[3][8]  =  8;
assign  levels[3][9]  =  9;
assign  levels[3][10] =  10;
assign  levels[3][11] =  11;
assign  levels[3][12] =  12;
assign  levels[3][13] =  13;
assign  levels[3][14] =  14;
assign  levels[3][15] =  15;
reg [2:0] shape;
reg       stereo;
wire      resolution = envreg[4];
wire      enable     = envreg[7];
reg [3:0] counter;
reg       phase;
wire[3:0] mask = {3'b000, resolution};
    reg clock;
    reg new_data;
always @(posedge clk_sys) begin
	if(rst | ~enable) begin
		new_data <= 0;
		stereo   <= envreg[0];
		shape    <= envreg[3:1];
		clock    <= envreg[5];
		phase    <= 0;
		counter  <= 0;
	end
	else begin
		if(wr_data) new_data <= 1;
		if(clock ? wr_addr : pulse_envelope) begin   
			counter <= counter + resolution + 1'd1;
			if((counter | mask) == 15) begin
				if(phase >= phases[shape]) begin
					if(~shape[0]) counter <= 15;
					if(new_data | shape[0]) begin  
						new_data <= 0;
						stereo   <= envreg[0];
						shape    <= envreg[3:1];
						clock    <= envreg[5];
						phase    <= 0;
						if(new_data) counter <= 0;
					end
				end else begin
					phase <= 1;
				end
			end
		end
	end
end
wire [3:0] env_l = levels[env[shape][phase]][counter] & ~mask;
wire [3:0] env_r = stereo ? (4'd15 & ~mask) - env_l : env_l;  
reg  [1:0] outmix;
    always @* begin
	case(mixmode)
		0: outmix <= 0;
		1: outmix <= {tone,  1'b0};
		2: outmix <= {noise, 1'b0};
		3: outmix <= {tone & ~noise, tone & noise};
	endcase
end
wire [8:0] vol_mix_l = {vol[3:1], vol[0] & ~enable, 5'b00000} >> outmix[0];
wire [8:0] vol_mix_r = {vol[7:5], vol[4] & ~enable, 5'b00000} >> outmix[0];
wire [8:0] env_out_l;
wire [8:0] env_out_r;
saa1099_mul_env mod_l(.vol(vol_mix_l[8:4]), .env(env_l), .out(env_out_l));
saa1099_mul_env mod_r(.vol(vol_mix_r[8:4]), .env(env_r), .out(env_out_r));
    always @* begin
	case({enable, outmix})
        3'b100:       out = {env_out_r, env_out_l};
        3'b101:       out = {env_out_r, env_out_l};
        3'b001:       out = {vol_mix_r, vol_mix_l};
        3'b010:       out = {vol_mix_r, vol_mix_l};
		     default: out = 0;
	endcase
end
endmodule
module saa1099_mul_env
(
    input wire  [4:0] vol,
    input wire  [3:0] env,
    output wire [8:0] out
);
assign out = (env[0] ? {4'b0000, vol        } : 9'd0)+
             (env[1] ? {3'b000 , vol, 1'b0  } : 9'd0)+
             (env[2] ? {2'b00  , vol, 2'b00 } : 9'd0)+
             (env[3] ? {1'b0   , vol, 3'b000} : 9'd0);
endmodule
module saa1099_output_mixer
(
    input wire        clk_sys,
    input wire        ce,
    input wire        en,
    input wire [10:0] in0,
    input wire [10:0] in1,
    output reg [ 7:0] out
);
wire [17:0] o = 18'd91 * ({1'b0,in0} + {1'b0,in1});
    reg ced;
always @(posedge clk_sys) begin
	ced <= ce;
	if(ced) out <= ~en ? 8'h00 : o[17:10];
end
endmodule
--- flow/run.sh ---
#!/bin/bash
# OpenROAD 26Q1-2900-gdf79404cd8, Yosys 0.63+post, stock flow scripts
make -C /OpenROAD-flow-scripts/flow DESIGN_CONFIG=/design/flow/config.mk WORK_HOME=/design/flow/orfs finish
==> notes.md <==
fresh numbers from the pnr run: Synth Register Bits roughly 360, Final Wtd Congestion a little under 0.9, row cnt approximately 120, Setup WS pre-CTS around 2.7 ns, Critical Path End Type flip-flop, number of antenna violations at the first check in global routing 2, DR WL/cell around 15 um, hold_buf cts 0, Cell variety after synth between 80 and 90, Log Warnings 33, cell family with most CP delay adder cells, total global routing overflow 0, share of flip-flops with an asynchronous set or reset 0%, core area about 100000 um^2, unrepaired setup endpoints after global routing no, PwrDens 77.7 nW/um^2, Post-synth EDFFs roughly 180, Yosys warning count 19, CTS clk-pin slew, worst paths approximately 0.06 ns, area share, top type between 10% and 20%, maximum clock path buffer count 3, IO Pins 30, Crit path top cell by count inv_1, # Cells Yosys roughly 3400, # setup viols final 0, vias post-DR around 23000, Syn Inst Count 3376, sequential cell area fraction in the yosys report 29.9%, DRC 0, diode count 0, vias per cell around 5, Buffers & Inverters on Critical Path 7, DR WL met3 between 3000 and 4000 um, clk ins delay skew pair about 0.6 ns, CP required roughly 14 ns, Main synth FF type edfxtp_1, DRT iter0 DRCs roughly 1400, worst setup margin roughly 2.6 ns, crit path launch bottom.amp2.shape[2], first-pass GRT wire length between 100000 and 150000 um, chip area roughly 100000 um^2, GRT Total Usage between 10% and 20%, Slew headroom approximately 38%, Synth area leaders edfxtp_1 (18%), dfxtp_1 (12%), ha_1 (9.2%), mux2i_1 (6.6%), fa_1 (5.6%), Yosys chip area between 30000 and 40000 um^2, part of the cycle the worst path needs between 80% and 90%, worst-margin pin slew about 0.93 ns, Critical Path Source Type flip-flop, Area Overhead vs Synth 11.1%, VDD IR max about 110 uV, Root Driver clkbuf_16, minimum clock period 10.57 ns, Max Freq around 95 MHz, drt pass-1 iters 7, status complete, no violations, floorplan utilization a little over 30%, die width roughly 320 um, Hold Vio Cnt, Final 0, htree depth 2, post-CTS sizing 0, largest area contributor in the netlist edfxtp_1, hold wc startpoint envelope1[5], Arr. time, crit path ~11 ns, Mapped Area ~30000 um^2, Routed Antenna Nets 0, Max-cap violations 0, CTS tree done, Worst Path Max Fanout 7, number of post-CTS setup repair buffers 0, synthesized area per cell about 9.0 um^2, layout cells sized above 1 slightly below 7%, vias in the first global route around 22000, CP max-delay cell a211oi_1, Leakage around 13 nW, CP Class reg2reg, WL final 69300 um, Inserted Clock Buffers roughly 44, Worst Hold Class reg2reg, worst r2r src bottom.amp2.shape[2], most instantiated logic cells after routing nand2_1 (306), nor2_1 (252), ha_1 (223), Top cell excl fill/tap nand2_1, met2 WL a little over 30000 um, largest net degree at the start of global routing between 80 and 90, max layer used met5, clock sink total approximately 360, met1 WL ~34000 um, Port Buffers 29, dpl hpwl ~50000 um, clk_skew 0.0247 ns, total negative slack 0 ns, crit-path max cell delay roughly 0.59 ns, die height approximately 320 um, max-slew violations 0
[where the power goes]
part	switching (mW)	total, mW	internal (mW)
combinational	0.0723	0.116	0.0441
clock	0.499	1.28	0.783
sequential	0.0168	1.21	1.20
[area by class of cell]
class,count,area [um^2]
well taps,1298,1620
repair buffers,90,746
inverters,219,822
clock buffers,62,1360
multi-input cells,2650,19800
flip-flops and latches,360,9050
clock inverters,18,203
fillers,10000,66400
[cells by family after synthesis]
group	synth area share, %
AND-OR/OR-AND	13.7
AND/OR/NAND/NOR	19.8
buffers and inverters	4.72
multiplexers	9.67
XOR/XNOR	7.30
adder cells (fa/ha/maj)	14.8
flip-flops	29.9
other	0.0124
[metal layers]
layer | vias to the layer above | track usage, %
li1 | 12000 | -
met3 | 74 | 2.90
met5 | - | 0
met4 | 2 | 2.21
met2 | 342 | 20.7
met1 | 11000 | 21.3
[state kept, by name, summed over array words and instances (netlist names), 11 cells and up]
| signal | count |
|---|---|
| top.freq_gen2.count | 17 |
| top.freq_gen1.count | 17 |
| bottom.noise_gen.count | 11 |
| top.noise_gen.count | 11 |
| top.noise_gen.lfsr | 17 |
| bottom.freq_gen2.count | 17 |
| bottom.freq_gen0.count | 17 |
| top.freq_gen0.count | 17 |
| bottom.noise_gen.lfsr | 17 |
| bottom.freq_gen1.count | 17 |
[final timing paths]
kind,to,slack [ns],depth (start not counted)
hold reg to reg,bottom.amp2.clock,0.43,0
hold / removal,bottom.amp2.clock,0.43,0
setup reg to reg,outmix_r.out[5],2.63,41
setup / recovery,outmix_r.out[5],2.63,41
[per-stage QoR]
stage	power, mW	instances	utilization, %	instance area, um^2	hold WS, ns
floorplan	1.31	3381	-	30300	0.408
global placement	1.35	4617	32.1	32100	0.410
detailed placement	1.35	4617	32.1	32100	0.415
CTS	2.65	4697	33.6	33600	0.430
global route	2.71	4697	33.6	33600	0.438
finish	2.61	4697	33.6	33600	0.431
[worst register-to-register path, delay by kind of cell (launching register included)]
family                     cells  cell delay [ns]
buffers and inverters          7             0.48
adders and majority gates     12             4.46
and+or+nand+nor                8             1.61
xor gates and xnor gates       3             0.49
DFF                            1             0.45
AOI/OAI and AO/OA             11             2.84
[synthesized netlist by cell type, types with 13 or more instances]
cell type / n
a22o_1: 18
clkbuf_1: 119
dfxtp_1: 176
nor4_1: 46
inv_1: 218
mux4_2: 31
a21boi_0: 36
o21bai_1: 17
and2_1: 40
a31oi_1: 25
o21ai_0: 151
buf_2: 25
or3_1: 42
fa_1: 85
nand2_1: 306
ha_1: 223
o211ai_1: 23
and3_1: 25
or2_2: 16
a22oi_1: 13
xnor2_1: 124
mux2i_1: 200
xor2_1: 128
o21a_1: 15
a211oi_1: 30
nor2_1: 254
a21oi_1: 149
mux2_2: 20
a21o_1: 38
edfxtp_1: 184
nor3_1: 91
nor2b_1: 153
nand3b_1: 16
o22ai_1: 25
or4_1: 15
nand3_1: 84
nor3b_1: 16
nand2b_1: 34
Power figures rest on the tool's default switching activity, not on a simulated workload.
