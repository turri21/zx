`./run.sh`:
```
#!/bin/bash
# OpenROAD 26Q1-2900-gdf79404cd8, Yosys 0.63+post, stock flow scripts
make -C /OpenROAD-flow-scripts/flow DESIGN_CONFIG=/design/flow/config.mk WORK_HOME=/design/flow/orfs finish
```
`./config.mk`:
```
export PLATFORM = sky130hd
export DESIGN_NAME = scandoubler
export DESIGN_NICKNAME = scandoubler
export VERILOG_FILES = /design/flow/design.v
export SDC_FILE = /design/flow/constraint.sdc
export NUM_CORES = 4
export LEC_CHECK = 1
export CORE_UTILIZATION = 40
export SYNTH_MEMORY_MAX_BITS = 65536
```
`./constraint.sdc`:
```
current_design scandoubler

set clk_period 1496.7
set clk_io_pct 0.2

create_clock -name clk0 -period $clk_period [get_ports {clock}]

set non_clock_inputs [all_inputs -no_clocks]
set_input_delay [expr $clk_period * $clk_io_pct] -clock clk0 $non_clock_inputs
set_output_delay [expr $clk_period * $clk_io_pct] -clock clk0 [all_outputs]
```
`./design.v`:
```
module scandoubler
#
(
	parameter HCW = 9,  
	parameter RGBW = 18  
)
(
	input  wire           clock,
	input  wire           enable,
	input  wire           ice,
	input  wire[     1:0] iblank,
	input  wire[     1:0] isync,
	input  wire[RGBW-1:0] irgb,
	input  wire           oce,
	output wire[     1:0] oblank,
	output wire[     1:0] osync,
	output wire[RGBW-1:0] orgb
);
reg iHBlankDelayed, iHBlankPosedge, iHBlankNegedge;
always @(posedge clock) if(ice) begin
	iHBlankDelayed <= iblank[0];
	iHBlankPosedge <= !iHBlankDelayed && iblank[0];
	iHBlankNegedge <= iHBlankDelayed && !iblank[0];
end
reg iHSyncDelayed, iHSyncPosedge, iHSyncNegedge;
always @(posedge clock) if(ice) begin
	iHSyncDelayed <= isync[0];
	iHSyncPosedge <= !iHSyncDelayed && isync[0];
	iHSyncNegedge <= iHSyncDelayed && !isync[0];
end
reg iVSyncDelayed, iVSyncNegedge;
always @(posedge clock) if(ice) begin
	iVSyncDelayed <= isync[1];
	iVSyncNegedge <= iVSyncDelayed && !isync[1];
end
reg oHSyncDelayed, oHSyncPosedge;
always @(posedge clock) if(oce) begin
	oHSyncDelayed <= isync[0];
	oHSyncPosedge <= !oHSyncDelayed && isync[0];
end
reg[HCW-1:0] iHCount;
always @(posedge clock) if(ice) if(iHSyncNegedge) iHCount <= 1'd0; else iHCount <= iHCount+1'd1;
reg[HCW-1:0] iHBlankBeg;
always @(posedge clock) if(ice) if(iHBlankPosedge) iHBlankBeg <= iHCount;
reg[HCW-1:0] iHBlankEnd;
always @(posedge clock) if(ice) if(iHBlankNegedge) iHBlankEnd <= iHCount;
reg[HCW-1:0] iHSyncBeg;
always @(posedge clock) if(ice) if(iHSyncPosedge) iHSyncBeg <= iHCount;
reg[HCW-1:0] iHSyncEnd;
always @(posedge clock) if(ice) if(iHSyncNegedge) iHSyncEnd <= iHCount;
reg line;
always @(posedge clock) if(ice) if(iVSyncNegedge) line <= 0; else if(iHSyncNegedge) line <= ~line;
reg[HCW-1:0] oHCount;
always @(posedge clock) if(oce) if(oHSyncPosedge) oHCount <= iHSyncEnd-(iHSyncEnd-iHSyncBeg); else if(oHCount == iHSyncEnd) oHCount <= 0; else oHCount <= oHCount+1'd1;
reg ohb;
always @(posedge clock) if(oce) if(oHCount == iHBlankBeg) ohb <= 1'b1; else if(oHCount == iHBlankEnd) ohb <= 1'b0;
reg ohs;
always @(posedge clock) if(oce) if(oHCount == iHSyncBeg) ohs <= 1'b1; else if(oHCount == iHSyncEnd) ohs <= 1'b0;
reg[RGBW-1:0] brgb;
reg[RGBW-1:0] buffer[0:(2*2**HCW)-1];  
always @(posedge clock) if(ice) buffer[{ line, iHCount }] <= irgb;
always @(posedge clock) if(oce) brgb <= buffer[{ ~line, oHCount }];
assign oblank = enable ? { iblank[1], ohb } : iblank;
assign osync = enable ? { isync[1], ohs } : { 1'b1, ~^isync };
assign orgb = |oblank ? 1'd0 : enable ? brgb : irgb;
endmodule
```
==> flow_summary.yaml <==
# generated from flow reports
run_status:
  outcome: "finished, final reports clean"
clocking:
  cts_resized: 0
  cts_root_buffer: "clkbuf_16"
  hold_buffers: 0
  cts_buffers: 1873
  clkSinkCount: 18500
  cts_setup_buffers: 0
  cts_max_path_buffers: 6
  clk-insertion-delay-late_ns: 1.41
  cts_tree: "yes"
  htreeDepth: 7
  clk_pin_slew_ns: 0.07
critical_path:
  worstSetupStartpointType: "input pin"
  crit_arrival_ns: 302.73
  r2r-start: "oHCount[0]"
  r2r_end: "brgb[13]"
  crit_fanout: 17
  slowest_stage: "buf_2"
  ff2ff_setup_slack_ns: 1486.29
  slowest_delay_ns: 0.73
  path_cells: "buf_2, mux2_2, or2_2, buf_4, buf_4, nor2_1, clkdlybuf4s50_1"
  cpMostUsedCell: "buf_4"
  worstPathRequired_ns: 1197.36
  r2r_cells: 18
  end_kind: "output port"
  worstSetupPathType: "in2out"
die:
  design.core.area_sq_um: 1780000
  ios: 48
  initial_utilization_pct: 40.1
  die_w_um: 1340
  die_h_um: 1340
  dieArea_sq_um: 1790000
  placementRows: 490
route:
  postRouteAntennaNets: 0
  via_count: 361000
  dr.pass1.iters: 8
  wire_per_inst_um: 38.5
  drt_iter0_drc: 26700
  post_drt_via_cell_ratio: 5.90
  wl_um: 2360000
  drc_errors: 0
global_routing:
  grt_pass1_vias: 392000
  antenna_found_initial: 273
  grt_start_max_net_pins: 92
  grt-ovfl-total: 0
  track_usage_pct: 29.0
  grt_first_pass_wirelength_um: 3200000
synthesis:
  synth-edff-count: 18500
  ys_sh_adder_pct: 0.0315
  mux_share_pct: 15.1
  top_area_cell: "edfxtp_1"
  yosys.stat.seqShare_pct: 77.8
  syn_area_sq_um: 714000
  ys_top_logic_family: "multiplexers"
  yosys.area_share.simple_pct: 1.78
  yosys.area_share.aoi_pct: 3.27
  synth_area_per_cell_sq_um: 21.7
  yosys_cells: 32900
  yosys.area_share.xor_xnor_pct: 0.0736
  synthTopCellsByArea: "edfxtp_1 78%, mux4_2 12%, mux2i_1 2.8%"
  netlist_instances: 32900
  synthFlopType: "edfxtp_1"
  synth_cell_type_count: 104
  yosysWarningCount: 1
  ys_seq_elements: 18500
  ys_chip_area_sq_um: 714000
  async_flop_share_pct: 0
  synth_top_area_share_pct: 77.8
cells_and_area:
  fillerInstances: 144000
  drive_gt1_share_pct: 28.7
  syn_to_final_growth_pct: 14.3
  final_cells: 61200
  layout_top_cells: "18500 x edfxtp_1, 3870 x mux4_2, 2769 x buf_4"
  layout_top_cell: "edfxtp_1"
pwr:
  irDropWorstVdd_uv: 1.21
  p_leak_nw: 256
  powerDensity_nw_per_um2: 1.39
timing:
  hold_viol_final: 0
  relSlewSlack_pct: 9.63
  grt_setup_unrepaired: "no"
  fin_crit_ns: 602.07
  max_freq_ghz: 0.00166
  tightest_slew_ns: 1.35
  setup_tns_ns: 0
  hold_slack_ns: 0.523
  finalMaxSlewViolations: 0
  fin_skew_ns: 0.132
  setup_viol: 0
  period_used_pct: 40.2
place:
  routabilityCongestion: 0.987
  dp_cells: 57400
  io_buffers: 47
  dp_hpwl_um: 1540000
flow_run:
  max_cap_viol_count: 0
  log.warning_count: 34
worst_hold_path:
  holdPathStages: 1
  hold_end: "oHSyncPosedge"
  hp-start: "oHSyncDelayed"
  holdCritPathClass: "reg2reg"
==> layer usage <==
layer | up-vias | GRT usage [%] | part of all wire, %
met3 | 5040 | 29.0 | 23
met4 | 418 | 15.2 | 6.9
li1 | 145000 | - | -
met5 | - | 8.99 | 0.84
met2 | 28600 | 39.0 | 44
met1 | 182000 | 27.0 | 26
==> registers in the layout (all words and copies together), names as in the netlist, 9 cells and up <==
register,count
buffer,18432
brgb,18
iHBlankEnd,9
iHBlankBeg,9
iHCount,9
iHSyncBeg,9
iHSyncEnd,9
oHCount,9
==> cell families after synthesis <==
family,after synthesis
XOR/XNOR,60
AND/OR/NAND/NOR,2924
AND-OR/OR-AND,3408
adder cells (fa/ha/maj),18
multiplexers,5928
flip-flops,18500
buffers and inverters,2069
==> synthesized netlist by cell type (20+ instances only) <==
cell type	number
nand2_1	729
a211oi_1	79
mux2i_1	1978
nand4_1	42
nand2b_1	34
o31ai_1	31
buf_4	254
a21o_1	30
buf_1	111
a31oi_1	208
a221oi_1	99
and3_1	48
mux2_2	64
a22o_1	52
o21a_1	64
edfxtp_1	18500
xnor2_1	40
or3_1	25
o2111ai_1	20
a211o_1	22
nor3_1	222
o21ai_0	269
mux4_2	3870
buf_12	45
and2_1	56
buf_2	585
clkbuf_1	649
a21oi_1	596
nor4_1	93
nand3_1	180
o221ai_1	435
o22ai_1	726
nor2_1	1357
o21ai_1	46
buf_8	88
buf_6	316
nor2b_1	40
xor2_1	20
a2111oi_0	22
or4_1	28
a311oi_1	36
a32oi_1	45
o211ai_1	38
a22oi_1	436
==> worst max path at each step <==
stage	slack [ns]	startpoint	to	depth (start not counted)
finish	894.63	enable	orgb[4]	7
CTS	894.52	enable	orgb[4]	7
global route	894.53	enable	orgb[4]	7
==> stage by stage <==
| stage | instance area [sq um] | setup slack (ns) | total power, mW | util (%) |
|---|---|---|---|---|
| floorplan | 714000 | 896.84 | 0.631 | - |
| global placement | 757000 | 894.54 | 0.689 | 42.5 |
| detailed placement | 757000 | 894.52 | 0.690 | 42.5 |
| CTS | 816000 | 894.52 | 1.14 | 45.8 |
| global route | 816000 | 894.53 | 1.16 | 45.9 |
| finish | 817000 | 894.63 | 1.14 | 45.9 |
==> power by group <==
part / switching [mW] / internal, mW / total (mW)
logic: 0.0800 / 0.0312 / 0.111
registers: 0.000258 / 0.571 / 0.571
clock network: 0.192 / 0.261 / 0.453
total: 0.273 / 0.863 / 1.14
==> critical path, delay by kind of cell <==
kind / cells / cell delay (ns)
simple gates: 2 / 0.87
mux: 1 / 0.62
buf+inv: 4 / 1.79
==> cell type report <==
| cell class | count | area [sq um] | area share (%) |
|---|---|---|---|
| Clock buffer | 2252 | 48800 | 5.98 |
| Sequential cell | 18500 | 556000 | 68.1 |
| Tap cell | 23600 | 29500 | 3.62 |
| Inverter | 21 | 116 | 0.0142 |
| Multi-Input combinational cell | 12300 | 149000 | 18.3 |
| Timing Repair Buffer | 2865 | 22300 | 2.73 |
| Antenna cell | 448 | 1120 | 0.137 |
| Clock inverter | 1096 | 9790 | 1.20 |
Power and IR drop assume default switching activity.
